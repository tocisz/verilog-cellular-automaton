==> design/flow/design.v <==
module ca3(clk, out, rule, left, state, set_state, right);
  input wire       clk;
  input wire [7:0] rule;
  input wire       left;
  input wire       right;
  input wire [31:0] state;
  input wire       set_state;
  output wire [31:0] out;
  ca_cell i_first(
    .clk(clk),
    .rule(rule),
    .set_state(set_state),
    .state(state[0]),
    .out(out[0]),
    .left(left),
    .right(out[1])
  );
  genvar index;
  generate
  for (index=1; index < 31; index=index+1)
    ca_cell ith(
      .clk(clk),
      .rule(rule),
      .set_state(set_state),
      .state(state[index]),
      .out(out[index]),
      .left(out[index-1]),
      .right(out[index+1])
    );
  endgenerate
  ca_cell i_last(
    .clk(clk),
    .rule(rule),
    .set_state(set_state),
    .state(state[31]),
    .out(out[31]),
    .left(out[30]),
    .right(right)
  );
endmodule
module ca_cell(clk, out, rule, left, state, set_state, right);
  input wire       clk;
  input wire [7:0] rule;
  input wire       left;
  input wire       right;
  input wire       state;
  input wire       set_state;
  output reg       out;
  always @ ( posedge clk ) begin
    if (set_state)
      out <= state;
    else
      out <= rule[{left,out,right}];
  end
endmodule
==> design/flow/run.sh <==
#!/bin/bash
# OpenROAD 26Q1-2900-gdf79404cd8, Yosys 0.63+post, stock flow scripts
make -C /OpenROAD-flow-scripts/flow DESIGN_CONFIG=/design/flow/config.mk WORK_HOME=/design/flow/orfs finish
==> design/flow/config.mk <==
export PLATFORM = sky130hd
export DESIGN_NAME = ca3
export DESIGN_NICKNAME = ca3
export VERILOG_FILES = /design/flow/design.v
export SDC_FILE = /design/flow/constraint.sdc
export NUM_CORES = 4
export LEC_CHECK = 1
export CORE_UTILIZATION = 50
==> design/flow/constraint.sdc <==
current_design ca3

set clk_period 2.0
set clk_io_pct 0.2

create_clock -name clk0 -period $clk_period [get_ports {clk}]

set non_clock_inputs [all_inputs -no_clocks]
set_input_delay [expr $clk_period * $clk_io_pct] -clock clk0 $non_clock_inputs
set_output_delay [expr $clk_period * $clk_io_pct] -clock clk0 [all_outputs]
==> notes.md <==
Results of the flow run.

The run finished with clean final reports. The number of warnings reported in the yosys synthesis log stands at 1. On the critical path the data arrives at between 1 and 1.5 ns. The number of OpenROAD warnings stands at 26.

The flow reports an fmax of around 540 MHz. Per the log, the first TritonRoute iteration ended with a DRC count of around 160. The synthesized area stands at between 3000 and 4000 µm². The average wire per cell in the routed design stands at ~17 µm. Per the detail_route report, vias per standard cell equal between 6 and 7. Sequential cells were found to cover between 10% and 20% of the synthesized design area. The first global-routing pass estimated about 14000 µm of wire.

The number of maximum-capacitance violations recorded for the run is 0. OpenROAD reports that the post-layout worst path occupies just over 90% of the period. The number of sinks handled by clock tree synthesis stands at 32. The total core area stands at a little under 7000 µm². The number of inserted diodes stands at 0. The number of antenna violations at the first check in global routing came to 0. The synthesized netlist was found by Yosys to have 375 cells. For the finished layout, the period the worst path requires is 1.858 ns. Buffers placed on the I/O ports in this run total roughly 75. Nets still carrying antenna violations after routing amount to 0. For this design the total switching power over the nets is ~970 µW. Between clock sinks in the finished design, the worst skew comes to between 0.004 and 0.005 ns. The final timing report lists a max-slew violation count of 0. Per the synthesis report, the single largest cell type by area occupies between 10% and 20% of cell area. The internal portion of total power stands at ~1800 µW.

The post-synthesis instance total stands at around 380. The number of optimization iterations in the first detailed-route pass stands at 4. The final hold violation count recorded for this run is 0. The post-CTS hold buffer count recorded in the log is 0. The mean post-synth cell area stands at between 9 and 10 µm².

Looking at the reg2reg group, the worst path starts from genblk1[12].ith.out$_DFF_P_. Measured along the x axis, the die boundary spans between 80 and 90 µm. The critical path is of the reg -> out type. For this run, the final setup violation count is recorded as 0. Entering global routing, the biggest net connects ~65 pins. Total global-route track usage over all layers is around a quarter. The count of unresolved DRC violations after routing stands at 0. The delay of the slowest critical-path stage stands at 0.62 ns. The switching share of power stands at 34.46%.

The power consumption stands at around 2800 µW. The worst setup path is captured at an output pin. The report lists the cells along the critical path as clkdlybuf4s50_1.

The clock-pin transition on the worst setup and hold timing paths stands at around 0.07 ns. The synthesized chip area reported by yosys stands at 3532 µm². After floorplanning, the die was sized to cover about 7400 µm². The required time at the endpoint of the critical path stands at approximately 1.6 ns. Per STA, the startpoint of the critical path is genblk1[9].ith.out$_DFF_P_.

The worst-margin pin slew stands at about 0.56 ns. The number of global-route vias before repair stands at 2846. Checking hold timing, the worst path is listed with class reg -> reg.

The biggest area contributor in the post-synthesis netlist is mux4_2. The worst setup path is launched from a flip-flop. The main area contributors are mux4_2 19%, dfxtp_1 18%, nor2b_1 12%. The weighted congestion reported at the end of routability-driven placement stands at a little under 0.8. Cells with a size suffix above 1 make up 16.32% of the layout. The maximum buffer depth of the clock tree stands at 2. The flow reported a cell area power density of 679.2 nW/µm².

The total global routing overflow stands at 0. Combinational logic burns 42.4% of the power. The post-detailed-placement half-perimeter wirelength stands at roughly 4900 µm.

The floorplan step set the die height to 86.05 µm. The worst register-to-register path ends at genblk1[11].ith.out$_DFF_P_. The sequential cell fraction of total power stands at 40.0%. The detailed router reported a total wirelength of around 8000 µm.

The multi-input gate area in the final layout stands at roughly 2400 µm². At the end of the flow the core is filled with cells to roughly 60%. According to the floorplan log, the row count is 30. The layout has around 580 filler cells. Relative to the synthesized area, the layout overhead comes to 17.18%. IR analysis of the VDD net gives a maximum drop of between 0.3 and 0.4 mV.

The depth of the worst register-to-register path stands at 3. The clock reaches the later pin of the worst-skew pair after ~0.28 ns. Once synthesis finished, the tally of register bits stood at 32. TritonCTS built the clock tree. Setup repair after global routing left no endpoint under its margin. Once the clock tree was built, the resizer swapped 0 gates to a different size.

Before placement the cells fill between 50 and 60% of the core. The number of H-tree branching levels stands at 2. After clock tree synthesis, the setup repair step added 0 buffers. The number of buffer and inverter stages on the critical path stands at 1. The slew check shows that the tightest pin keeps a relative margin of around three fifths. CTS added clock buffers totalling 5. The capture point of the critical path was reported as out[9].

Detailed routing inserted a total of between 2000 and 3000 vias. The reg2reg setup slack stands at 0.53 ns. Max fanout on the critical path was recorded as 11.

On the critical path, the stage with the largest delay is an instance of dfxtp_1. The part of the total power dissipated in the clock network stands at 17.6%. The kind of cell with the highest combined delay along the critical path is flip-flops. The static power due to leakage stands at 0.001405 µW. The top-level port count stands at around 76.

Per the layout area report, the register area comes to around 640 µm². Looking at the clock tree report, the root buffer type is clkbuf_8. The number of distinct library cells after synthesis stands at 23. All stages included, the depth of the critical timing path comes to 1. Summed over all failing endpoints, the final setup total negative slack is 0 ns.
==> synth_stat cells <==
cell type / n
a21boi_0: 1
o41ai_2: 11
mux2i_1: 8
clkbuf_2: 10
a2111oi_0: 30
buf_4: 36
clkbuf_1: 11
nor4b_1: 28
nor2_1: 2
o21ai_1: 2
o41ai_1: 19
mux4_1: 2
and2_1: 13
inv_1: 2
dfxtp_1: 32
and2b_2: 3
buf_2: 30
nand2b_1: 2
and2_2: 1
nand2_1: 32
mux4_2: 30
and3_1: 2
nor2b_1: 68
==> cells in the final DEF (no fill, tap or decap), drive strengths merged <==
master and n:
clkdlybuf4s50 74, nor2b 68, nand2 32, dfxtp 32
mux4 32, a2111oi 30, o41ai 30, nor4b 28
and2 14, buf 11, mux2i 8, clkbuf 6
and2b 3, nor2 2, inv 2, nand2b 2
and3 2, o21ai 2, a21boi 1, clkinv 1
==> power by group through the flow <==
stage / logic, µW / clock network (µW) / registers, µW
CTS: 1200 / 516 / 1130
global route: 1300 / 537 / 1180
finish: 1190 / 494 / 1130
==> per-layer routing <==
metal / vias to the layer above / GRT usage (%) / share of wire, %
met4: 0 / 2.727 / 1.0
met1: 1386 / 36.90 / 47
met5: - / 0 / 0
li1: 1411 / - / -
met3: 7 / 4.688 / 5.0
met2: 73 / 37.09 / 47
==> stage by stage <==
step,cell area (µm²),worst slack (ns),hold slack (ns),instances
after floorplan,3532,0.6280,0.5032,375
after global placement,4061,0.08970,0.5832,469
after detailed placement,4061,0.05900,0.6001,469
after CTS,4139,0.1415,0.6121,476
after global routing,4139,0.08318,0.6323,476
final,4139,0.1422,0.6121,476
==> cell families after synthesis <==
family                 count (synthesis)  share of synthesized area [%]
muxes                                 40                          22.88
AOI/OAI and AO/OA                     63                          17.71
DFF                                   32                          18.14
buffers and inverters                 89                          14.70
and+or+nand+nor                      151                          26.57
==> how the worst min path moves through the flow <==
stage,slack (ns),startpoint,endpoint,cells past startpoint
4_1_cts,0.61,i_first.out$_DFF_P_,genblk1[1].ith.out$_DFF_P_,2
5_1_grt,0.63,set_state,genblk1[15].ith.out$_DFF_P_,3
6_report,0.61,i_first.out$_DFF_P_,genblk1[1].ith.out$_DFF_P_,2
==> registers in the layout (all words and copies together), names as in the netlist <==
register,flops
i_first.out,1
genblk1.ith.out,30
i_last.out,1
==> final cells by class <==
class,instances,share of cell area [%]
Clock buffer,6,1.753
Sequential cell,32,15.48
Tap cell,96,2.902
Multi-Input combinational cell,254,57.32
Timing Repair Buffer,85,22.25
Clock inverter,1,0.1209
Inverter,2,0.1814
No activity file was given, so power comes from the tool's default toggle rates.
