**./constraint.sdc**
```tcl
current_design ca2

set clk_period 1.6
set clk_io_pct 0.2

create_clock -name clk0 -period $clk_period [get_ports {clk}]

set non_clock_inputs [all_inputs -no_clocks]
set_input_delay [expr $clk_period * $clk_io_pct] -clock clk0 $non_clock_inputs
set_output_delay [expr $clk_period * $clk_io_pct] -clock clk0 [all_outputs]
```
**./run.sh**
```bash
#!/bin/bash
# OpenROAD 26Q1-2900-gdf79404cd8, Yosys 0.63+post, stock flow scripts
make -C /OpenROAD-flow-scripts/flow DESIGN_CONFIG=/design/flow/config.mk WORK_HOME=/design/flow/orfs finish
```
**./config.mk**
```make
export PLATFORM = sky130hd
export DESIGN_NAME = ca2
export DESIGN_NICKNAME = ca2
export VERILOG_FILES = /design/flow/design.v
export SDC_FILE = /design/flow/constraint.sdc
export NUM_CORES = 4
export LEC_CHECK = 1
export CORE_AREA = 10 10 92 92
export DIE_AREA = 0 0 102 102
```
**./design.v**
```verilog
module ca2(clk, out, rule, left, state, set_state, right);
  input wire       clk;
  input wire [7:0] rule;
  input wire       left;
  input wire       right;
  input wire [7:0] state;
  input wire       set_state;
  output wire [7:0] out;
  ca_cell i01(
    .clk(clk),
    .rule(rule),
    .set_state(set_state),
    .state(state[0]),
    .out(out[0]),
    .left(left),
    .right(out[1])
  );
  ca_cell i02(
    .clk(clk),
    .rule(rule),
    .set_state(set_state),
    .state(state[1]),
    .out(out[1]),
    .left(out[0]),
    .right(out[2])
  );
  ca_cell i03(
    .clk(clk),
    .rule(rule),
    .set_state(set_state),
    .state(state[2]),
    .out(out[2]),
    .left(out[1]),
    .right(out[3])
  );
  ca_cell i04(
    .clk(clk),
    .rule(rule),
    .set_state(set_state),
    .state(state[3]),
    .out(out[3]),
    .left(out[2]),
    .right(out[4])
  );
  ca_cell i05(
    .clk(clk),
    .rule(rule),
    .set_state(set_state),
    .state(state[4]),
    .out(out[4]),
    .left(out[3]),
    .right(out[5])
  );
  ca_cell i06(
    .clk(clk),
    .rule(rule),
    .set_state(set_state),
    .state(state[5]),
    .out(out[5]),
    .left(out[4]),
    .right(out[6])
  );
  ca_cell i07(
    .clk(clk),
    .rule(rule),
    .set_state(set_state),
    .state(state[6]),
    .out(out[6]),
    .left(out[5]),
    .right(out[7])
  );
  ca_cell i08(
    .clk(clk),
    .rule(rule),
    .set_state(set_state),
    .state(state[7]),
    .out(out[7]),
    .left(out[6]),
    .right(right)
  );
endmodule
module ca_cell(clk, out, rule, left, state, set_state, right);
  input wire       clk;
  input wire [7:0] rule;
  input wire       left;
  input wire       right;
  input wire       state;
  input wire       set_state;
  output reg       out;
  always @ ( posedge clk ) begin
    if (set_state)
      out <= state;
    else
      out <= rule[{left,out,right}];
  end
endmodule
```
==> changes_impl.md <==
## Flow update

- Post-DR vias/cell: 4.219
- Worst path max stage delay: about 0.47 ns
- Most frequent logic cell in the layout: clkdlybuf4s50_1
- Worst path bufs/invs: 2
- Cell taking the most area after synthesis: dfxtp_1
- Minimum clock period: about 1.5 ns
- Met1 Usage GRT: 6.492%
- First-pass GRT wire length: 4347 um
- Slew headroom: between 60% and 70%
- H-Tree Depth: 1
- Design area: roughly 1300 um2
- Syn. warnings: 1
- Pre-CTS WS: -0.1616 ns
- Part of the cycle the worst path needs: 96.24%
- Dpl hpwl: ~2100 um
- Reg2reg setup slack: roughly 0.25 ns
- Internal power: 715.8 uW
- Root buffer cell: clkbuf_8
- Combinational Power Share: 46.5%
- Core Region: 6459 um2
- Net Sw Power: ~320 uW
- Log Warnings: 25
- Status: completed
- YS chip area: 913.4 um2
- Worst-Margin Slew: 0.4841 ns
- Pin count of the biggest net entering global routing: 17
- Clock power frac: approximately 24%
- Worst-path fanout max: 4
- CP cell instances: clkdlybuf4s50_1 > nor2b_1 > a2111oi_0 > buf_4 > o41ai_2
- Maximum clock insertion buffer count: 2
- Cell depth of the worst setup path: 5
- Power density cells: 806.3 nW/um2
- I/O pins: 28
- Final Worst Setup Slack: between 0.06 and 0.07 ns
- CP Capture Type: flip-flop
- Num CTS Buffers: 3
- IO Port Bufs: 27
- Max-slew violations: 0
- Worst VDD drop: 463.1 uV
- Fillers: 702
- MaxCap Viol Count: 0
- Cell Type Count: 19
- Gr ovfl total: 0
- Sequential-to-total area share from yosys stat: 17.53%
- Total track usage: 5.253%
- Sw Share: a little over 30%
- RD Place Congestion: 0.8120
- Worst Hold Class: in -> reg
- Fin Hold WS: 0.6361 ns
- Vias: a little under 800
- DRC: 0
- Placed cells: about 180
- Cell Rows: 29
- Chip Area: roughly 10,000 um2
- Routed Antenna Nets: 0
- Fmax: 0.6494 GHz
- Yosys cell count: 87
- Crit path launch: rule[0]
- Routing usage on met3: 1.568%
- Worst-Skew Late Latency: 0.23 ns
- FF-to-FF End: i03.out$_DFF_P_
- Drt first pass iters: 4
- Antenna cells: 0
- Drt initial violations: 45
- Top cells excl fill/tap: clkdlybuf4s50_1 (24), nor2b_1 (14), buf_4 (9)
- Crit path to: i03.out$_DFF_P_
- Hold bufs inserted after CTS: 0
- Worst EP arrival: approximately 1.7 ns
- Layout cell share with drive strength beyond 1: 24.55%
- Worst Path Class, Setup: in -> reg
- Mapped cell area: 913.4 um2
- Flops after synth: 8
- Post-Syn Instances: approximately 87
- Setup_tns: 0 ns
- Worst R2R Start: i03.out$_DFF_P_
- Vias in the first global route: 857
- Area post-placement: 1229 um2
- Critical path data required time: 1.71 ns
- Clock sink count: 8
- Max-area cell share: 17.53%
- Cell family with most CP delay: buffers and inverters
- Startpoint Class: input port
- Post-CTS setup buffer count: 0
- Avg WL per Cell: around 14 um
- RSZ-0062 raised after global routing: no
- FP Util: roughly 14%
- Register-to-Register Path Depth: 4
- Layout area overhead: 40.14%
- Die height: around 100 um
- Sequential power share: 29.1%
- CP max stage cell: clkdlybuf4s50_1
- Die X-Extent: between 100 and 150 um
- Gr busiest metal: met2
- Setup Skew: around 0.00097 ns
- Setup-failing EPs final: 0
- Non-Filler Instances: roughly 190
- Syn_area_per_cell: 10.50 um2
- Clk slew on worst S/H paths: 0.04 ns
- Routed WL: 2658 um
- Hold Vio Cnt, Final: 0
- CTS tree: built
- Initial antenna violation count: 0
- GR met2 Demand/Resource: 9.235%
- Leakage: ~0.48 nW
- Main area contributors: dfxtp_1 (18%), mux4_2 (15%), buf_4 (11%)
[state kept, by name, summed over array words and instances (netlist names)]
signal and cells:
i03.out 1, i05.out 1, i04.out 1, i07.out 1, i02.out 1, i01.out 1, i06.out 1, i08.out 1
[tightest hold or removal path, delay by kind of cell]
family          cells  cell delay [ns]
simple gates        1             0.06
compound gates      1             0.05
buf+inv             1             0.39
[metrics by stage]
| step | power [mW] | util, % |
|---|---|---|
| after floorplan | 0.6291 | - |
| after CTS | 1.052 | 19.68 |
| after global placement | 0.7900 | 19.02 |
| final | 1.032 | 19.82 |
| after detailed placement | 0.7909 | 19.02 |
| after global routing | 1.110 | 19.82 |
[area by class of cell]
| class | count | area, um2 | share of cell area, % |
|---|---|---|---|
| multi-input combinational | 62 | 614.3 | 48.00 |
| timing repair buffer | 37 | 365.4 | 28.54 |
| sequential | 8 | 162.7 | 12.71 |
| tap | 77 | 96.34 | 7.527 |
| clock buffer | 3 | 41.29 | 3.226 |
[worst min-delay path by stage]
stage	start	endpoint	slack, ns	depth (start not counted)
after CTS	state[7]	i08.out$_DFF_P_	0.63	3
final	state[7]	i08.out$_DFF_P_	0.64	3
after global routing	state[7]	i08.out$_DFF_P_	0.66	3
[synth_stat cells]
library cell and n:
a2111oi_0 6, and2_1 3, buf_2 1, buf_4 13, buf_6 1, clkbuf_8 1
clkdlybuf4s15_2 1, dfxtp_1 8, mux2i_1 8, mux4_1 2, mux4_2 6, nand2_1 8
nor2b_1 14, nor2b_2 1, nor4b_1 6, o21ai_1 1, o21ai_2 1, o41ai_1 2
o41ai_2 4
[what timing repair did]
item                       4_1_cts  5_1_grt
gates resized                    1        4
cloned                           0        0
setup endpoints to repair        1        2
pin swaps                        0        0
[routing by layer]
layer	vias up	routed length (um)
met1	383	1170
met2	21	1330
met3	2	148
met5	-	0
li1	383	-
met4	0	8
[logic make-up after synthesis]
family          Yosys count  share of synthesized area (%)
compound gates           14                          16.30
buf+inv                  17                          15.20
flops                     8                          17.53
mux                      16                          29.32
simple gates             32                          21.64
[power by group through the flow]
stage / clock, mW / combinational (mW) / sequential [mW]
after CTS: 0.261 / 0.490 / 0.301
after global routing: 0.269 / 0.528 / 0.312
final: 0.251 / 0.480 / 0.301
No activity file was given, so power comes from the tool's default toggle rates.
